`/design/flow/design.v`:
```
`timescale 1ns / 1ps
module FIR_Filter
#(parameter W1 = 9,  
W2 = 18,  
W3 = 19,  
W4 = 11,  
L = 4)  
(input clk,  
input reset,  
input Load_x,  
input signed [W1-1:0] x_in,  
input signed [W1-1:0] c_in,  
output signed [W4-1:0] y_out);  
reg signed [W1-1:0] x;
wire signed [W3-1:0] y;
reg signed [W1-1:0] c [0:3];  
wire signed [W2-1:0] p [0:3];  
reg signed [W3-1:0] a [0:3];  
always @(posedge clk or posedge reset)
begin: Loads
integer k;  
if (reset) begin  
for (k=0; k<=L-1; k=k+1) c[k] <= 0;
x <= 0;
end else if (! Load_x) begin
c[2] <= c_in;  
c[1] <= c[2];  
c[0] <= c[1];
end else
x <= x_in;  
end
always @(posedge clk or posedge reset)
begin: SOP
integer k;  
if (reset)  
for (k=0; k<=3; k=k+1) a[k] <= 0;
else begin
a[0] <= p[0] + a[1];
a[1] <= p[1] + a[2];
a[2] <= p[2];  
end
end
assign y = a[0];
genvar I;  
generate
for (I=0; I<L; I=I+1) begin : MulGen
assign p[I] = x * c[I];
end	
endgenerate
assign y_out = y[W3-1:W3-W4];
endmodule
```
`/design/flow/run.sh`:
```
#!/bin/bash
# OpenROAD 26Q1-2900-gdf79404cd8, Yosys 0.63+post, stock flow scripts
make -C /OpenROAD-flow-scripts/flow DESIGN_CONFIG=/design/flow/config.mk WORK_HOME=/design/flow/orfs finish
```
`/design/flow/config.mk`:
```
export PLATFORM = sky130hd
export DESIGN_NAME = FIR_Filter
export DESIGN_NICKNAME = FIR_Filter
export VERILOG_FILES = /design/flow/design.v
export SDC_FILE = /design/flow/constraint.sdc
export NUM_CORES = 4
export LEC_CHECK = 1
export CORE_UTILIZATION = 50
```
`/design/flow/constraint.sdc`:
```
current_design FIR_Filter

set clk_period 8.6
set clk_io_pct 0.2

create_clock -name clk0 -period $clk_period [get_ports {clk}]

set non_clock_inputs [all_inputs -no_clocks]
set_input_delay [expr $clk_period * $clk_io_pct] -clock clk0 $non_clock_inputs
set_output_delay [expr $clk_period * $clk_io_pct] -clock clk0 [all_outputs]
```
==> out/metrics.yaml <==
timing:
  period_used_pct: 65.0
  period_minus_slack_ns: 5.59
  max_slew_margin_pct: 54.3
  setup_viol: 0
  hold_viol: 0
  worst_clock_skew_ns: 0.0109
  max_freq_ghz: 0.179
  maxSlewViolCount: 0
  tightestPinTransition_ns: 0.684
  tns_ns: 0
  grt_setup_unrepaired: "no"
synthesis:
  async_flop_share_pct: 100
  logic_family: "adder cells"
  edf_count: 0
  synth.cell_area_mm2: 0.0130
  synth-area-yosys_mm2: 0.0130
  simple_gate_area_share_pct: 10.4
  synthMuxAreaShare_pct: 2.95
  ys_seq_share_pct: 16.2
  synth_flop_count: 84
  syn_area_per_cell_um2: 9.86
  yosysWarnings: 3
  adder_share_pct: 50.4
  xor_share_pct: 3.71
  ys_cells: 1317
  ys_sh_aoi_pct: 4.85
  synth.distinct_cells: 44
  synthFlopType: "dfrtp_1"
  syn-instance-count: 1317
clock_tree:
  cts_root_buffer: "clkbuf_16"
  cts_buffers: 9
  cts_resized: 0
  insertion_delay_ns: 0.35
  cts_sinks: 84
  cts_tree: "built"
  cts_setup_buffers: 0
  cts_htree_levels: 3
  clk_transition_reported_paths_ns: 0.07
  clock_path_buffers: 2
  holdBufCountCts: 0
detailed_routing:
  drc_errors: 0
  viasPerCell: 4.88
  drt-wirelength-per-cell_um: 14.4
  postRouteAntennaNets: 0
  routed_wl_um: 23800
  first_iter_violations: 203
  drtPass1Iterations: 6
  num_antenna_cells: 0
  routed-via-count: 8055
placed_design:
  hpwl_um: 19000
  dp_cells: 1634
  place_congestion: 0.861
  port_buffers: 31
grt:
  grt_pass1_wl_um: 42000
  grt_remaining_overflow: 0
  grt_pass1_vias: 8789
  antenna_found_initial: 0
  grt_usage_pct: 21.5
  grt_max_degree: 47
floorplanning:
  num_rows: 58
  die_width_um: 163
  dieHeight_um: 163
  core_mm2: 0.0253
  die-area_mm2: 0.0266
  initCoreUtil_pct: 51.3
  pin_count: 32
layout:
  syn2layout_area_growth_pct: 6.93
  fillCellCount: 2225
  fin_util_pct: 54.9
  final_common_cell: "inv_1"
  fin_cells: 1649
  drive_gt1_share_pct: 5.31
  most-common-layout-cells: "337 x inv_1, 243 x fa_1, 135 x ha_1"
critical_path:
  required_ns: 8.89
  critPathKind: "flop to flop"
  critPathArrivalTime_ns: 5.88
  end_kind: "flop"
  crit_path_start_kind: "flop"
  path_max_fanout: 24
hold_path:
  hold_class: "flop to flop"
job:
  openroad.warnings: 25
  max_cap_violations: 0
status:
  status: "finished, final reports clean"
cell families (layout without fill, tap and decap cells):
kind of cell | Yosys count | count (layout)
mux | 34 | 34
simple gates | 285 | 285
buf+inv | 395 | 397
fa+ha+maj | 378 | 378
flops | 84 | 84
compound gates | 86 | 86
xor+xnor | 55 | 55
synth_stat cells, drive strengths merged (3+ instances only):
cell	n	share of area [%]
inv	338	9.8
fa	243	37
ha	135	13
nand2	131	3.8
and2	94	4.5
dfrtp	84	16
clkbuf	53	1.5
xnor2	43	2.9
nor2	38	1.1
mux2	34	2.9
a21oi	25	1.0
o21ai	15	0.58
a21o	13	0.75
xor2	12	0.81
o21a	7	0.40
a31oi	6	0.29
nand2b	6	0.29
o21bai	5	0.40
nand4	4	0.19
a211oi	3	0.27
nand3	3	0.12
o41ai	3	0.35
flip-flops by register name (all words and copies together) (netlist names):
signal,count
x,9
a,48
c,27
critical path, cell delays in order, from the launching register on:
cell,delay (ns)
dfrtp_1,0.41
buf_4,0.33
nand2_1,0.11
fa_1,0.49
inv_1,0.05
fa_1,0.49
inv_1,0.05
fa_1,0.53
inv_1,0.05
fa_1,0.47
inv_1,0.05
fa_1,0.47
inv_1,0.04
ha_1,0.27
a21oi_1,0.16
o221a_2,0.23
a21oi_2,0.10
o41ai_4,0.35
a31oi_1,0.26
or4_1,0.51
nand4_1,0.09
routing by layer:
metal	wire (µm)	vias up	global-route usage [%]
met3	1450	20	5.95
met2	11600	172	35.1
met5	0	-	0
met4	349	0	2.34
li1	-	3885	-
met1	10300	3978	31.4
final cells by class:
cell class	instances	area [µm²]	share of cell area (%)
Multi-Input combinational cell	838	9400	67.7
Sequential cell	84	2100	15.1
Inverter	340	1280	9.20
Tap cell	330	413	2.97
Timing Repair Buffer	42	388	2.79
Clock buffer	11	233	1.68
Clock inverter	4	75.1	0.540
final timing paths:
| path | start | to | slack (ns) | cells past startpoint |
|---|---|---|---|---|
| max | x[5]$_DFFE_PP0P_ | a[0][18]$_DFF_PP0_ | 3.01 | 20 |
| min | a[2][0]$_DFF_PP0_ | a[1][0]$_DFF_PP0_ | 0.50 | 1 |
| max in group asynchronous | reset | a[2][14]$_DFF_PP0_ | 5.77 | 3 |
| max reg2reg | x[5]$_DFFE_PP0P_ | a[0][18]$_DFF_PP0_ | 3.01 | 20 |
| min reg2reg | a[2][0]$_DFF_PP0_ | a[1][0]$_DFF_PP0_ | 0.50 | 1 |
| min in group asynchronous | reset | a[0][12]$_DFF_PP0_ | 1.78 | 2 |
stage by stage:
step	hold slack (ns)	setup slack [ns]	instance area (µm²)
CTS	0.498	3.01	13900
global route	0.505	2.70	13900
global placement	0.489	3.13	13600
floorplan	0.456	3.27	13000
finish	0.496	3.01	13900
detailed placement	0.479	3.03	13600
