==> /design/flow/design.v <==
`timescale 1ns / 1ps
module stack_new( dataIn,
                   dataOut,
                   PUSH,
						 POP,
                   EN,
                   Rst,
                   EMPTY,
                   FULL,
                   Clk
                  );
input [3:0]  dataIn;
input        PUSH,
				 POP,
             EN,
             Rst,
             Clk;
output  reg EMPTY,
            FULL;    
output reg [3:0] dataOut;
reg [3:0] stack_mem[0:3];
reg  [2:0] SP;
integer i;
always @ (posedge Clk)
begin
 if (EN==0);
 else begin
    if (Rst==1) begin
      SP       = 3'd4;
      EMPTY    = SP[2];
      dataOut  = 4'h0;
      for (i=0;i<4;i=i+1) begin
        stack_mem[i]= 0;
      end
     end
  else if (Rst==0) begin
    FULL = SP? 0:1;
    EMPTY  = SP[2];
    dataOut = 4'hx;
    if (FULL == 1'b0 && PUSH == 1'b1) begin
       SP            = SP-1'b1;
       FULL          = SP? 0:1;
       EMPTY         = SP[2];
       stack_mem[SP] = dataIn;
     end
   else if (EMPTY == 1'b0 && POP == 1'b1) begin
       dataOut  = stack_mem[SP];
       stack_mem[SP] = 0;
       SP  = SP+1;
       FULL  = SP? 0:1;
       EMPTY  = SP[2];
    end
   else;
  end
  else;
 end
end
endmodule
==> /design/flow/run.sh <==
#!/bin/bash
# OpenROAD 26Q1-2900-gdf79404cd8, Yosys 0.63+post, stock flow scripts
make -C /OpenROAD-flow-scripts/flow DESIGN_CONFIG=/design/flow/config.mk WORK_HOME=/design/flow/orfs finish
==> /design/flow/config.mk <==
export PLATFORM = sky130hd
export DESIGN_NAME = stack_new
export DESIGN_NICKNAME = stack_new
export VERILOG_FILES = /design/flow/design.v
export SDC_FILE = /design/flow/constraint.sdc
export NUM_CORES = 4
export LEC_CHECK = 1
export CORE_AREA = 10 10 92 92
export DIE_AREA = 0 0 102 102
==> /design/flow/constraint.sdc <==
current_design stack_new

set clk_period 2.8
set clk_io_pct 0.2

create_clock -name clk0 -period $clk_period [get_ports {Clk}]

set non_clock_inputs [all_inputs -no_clocks]
set_input_delay [expr $clk_period * $clk_io_pct] -clock clk0 $non_clock_inputs
set_output_delay [expr $clk_period * $clk_io_pct] -clock clk0 [all_outputs]
==> out/metrics.csv <==
metric;value;unit
power;779;uW
wl;2.55;mm
cp-start-kind;register;
fillers;690;
cts_tree;built;
vias;828;
skew;0.00580;ns
io_pins;15;
maxCapViolCount;0;
ys_cells;95;
place_hpwl;1.97;mm
hold_violations;0;
dieArea;10400;um2
grt_pass1_vias;814;
final_max_slew_viol_count;0;
pwr-share-comb;14.7;%
netSwitchingFraction;23.8;%
internal-power;594;uW
max_freq;0.451;GHz
drc_errors;0;
cp.required;2.71;ns
wl_per_cell;13.6;um
setup_tns;0;ns
peakVddDrop;0.000218;V
area_growth;22.5;%
clk_latency;0.27;ns
rows;29;
grt_pass1_wl;4.15;mm
cts_resized;0;
core;6460;um2
postRouteAntennaNets;0;
antenna_found_initial;0;
cts_setup_buffers;0;
synth_seq_share;60.5;%
yosysWarnings;2;
place.gp.congestion;0.799;
tightest_slew;0.624;ns
status;finished clean;
die_y;102;um
cts_num_sinks;25;
grt_max_degree;16;
hold_class;reg -> reg;
insertedDiodeCount;0;
final_cells;188;
syn_avg_cell_area;13.1;um2
grt.total_usage;5.05;%
ys_chip_area;1240;um2
ctsHoldBuffers;0;
min_period;2.22;ns
synthesis.area;1240;um2
clkTransAtPathRegs;0.09;ns
seqPwrFrac;57.7;%
timing.slew.headroom;58.3;%
power.leakage;0.000525;uW
io_buffers;14;
cts_max_level;1;
tool_warnings;31;
ff2ff_setup_slack;0.58;ns
critPathMaxFanout;6;
numCtsBuffers;3;
synth_flops;25;
crit_type;reg -> reg;
synthDistinctLibCells;28;
worst_setup_path_end_kind;register;
drt_iter0_drc;113;
grt_setup_unrepaired;no;
finalSetupViolCount;0;
drtPass1Iterations;4;
overflow;0;
syn_inst;95;
ctsLongestPathBuffers;2;
place_inst;184;
via_per_inst;4.40;
p_switching;185;uW
cts_root_buf;clkbuf_8;
floorplan.core_util;19.2;%
final_layout_size_suffix_gt1_share;9.01;%
power_density;512;nW/um2
power_frac_clock;27.6;%
chipWidth;102;um
period_used_share;79.3;%
cp.arrival;2.13;ns
-- state kept, by name, indices dropped and copies added, names as in the netlist --
register   cells
FULL           1
stack_mem     16
EMPTY          1
SP             3
dataOut        4
-- per-layer routing --
| layer | part of all wire [%] | GRT usage (%) | up-vias |
|---|---|---|---|
| met5 | 0 | 0 | - |
| met4 | 0.78 | 0.325 | 0 |
| met3 | 8.3 | 2.45 | 2 |
| met2 | 48 | 8.49 | 27 |
| met1 | 43 | 6.04 | 397 |
| li1 | - | - | 402 |
-- metrics by stage --
step	worst slack [ns]	util [%]	hold slack, ns	cell area [um2]
6_report	0.580	23.5	0.648	1520
5_1_grt	0.381	23.5	0.674	1520
4_1_cts	0.586	23.5	0.649	1520
3_5_place_dp	0.449	22.8	0.636	1470
3_3_place_gp	0.479	22.8	0.638	1470
2_1_floorplan	0.858	-	0.617	1240
-- cell type report --
cell class	instances	area, um2	area share, %
Sequential cell	25	751	49.4
Timing Repair Buffer	16	155	10.2
Clock buffer	3	41.3	2.72
Multi-Input combinational cell	57	435	28.6
Clock inverter	1	7.51	0.494
Tap cell	77	96.3	6.34
Inverter	9	33.8	2.22
-- cells by family (layout without fill, tap and decap cells) --
kind of cell | count (synthesis) | in the layout | synth area share, %
and+or+nand+nor | 15 | 15 | 7.46
adders and majority gates | 8 | 8 | 8.06
muxes | 1 | 1 | 0.907
DFF | 25 | 25 | 60.5
buffers and inverters | 13 | 29 | 4.44
AOI/OAI and AO/OA | 33 | 33 | 18.6
-- worst max-delay path, cell delays in order, from the launching register on --
cell      delay [ns]
edfxtp_1        0.47
inv_1           0.16
ha_1            0.26
nor2b_1         0.30
o21ai_0         0.13
a211oi_1        0.53
-- cell usage after synthesis --
library cell	instances	area share, %
nand2b_1	1	0.50
nor3b_1	4	2.4
o21bai_1	2	1.2
buf_1	1	0.30
o21ai_0	6	2.4
and3_1	1	0.50
buf_2	2	0.81
a221oi_2	1	1.2
nor2_1	3	0.91
or3_1	1	0.50
inv_1	8	2.4
inv_2	1	0.30
nand2b_4	1	1.1
nor2b_1	1	0.50
a32o_1	1	0.81
o32ai_1	1	0.71
a22oi_1	4	2.4
buf_4	1	0.61
ha_1	8	8.1
a221oi_1	4	2.8
mux2_2	1	0.91
a31oi_1	4	2.0
edfxtp_1	25	60
o31ai_1	1	0.61
nand3_1	1	0.40
nand2_1	2	0.61
a211oi_1	4	2.4
a21oi_1	5	2.0
-- worst paths after layout --
check                           depth (start not counted)       startpoint               to
worst max-delay path                                    5            SP[0]  stack_mem[1][2]
worst max register to register                          5            SP[0]  stack_mem[1][2]
worst min register to register                          2  stack_mem[0][1]       dataOut[1]
worst min-delay path                                    2  stack_mem[0][1]       dataOut[1]
-- cells in the final DEF, fill, tap and decap left out, types with 2 or more instances in the layout --
cell type,count
a221oi_1,4
inv_1,8
o21bai_1,2
nor3b_1,4
a21oi_1,5
a22oi_1,4
clkbuf_8,3
clkdlybuf4s50_1,14
o21ai_0,6
a211oi_1,4
nand2_1,2
buf_4,2
nor2_1,3
edfxtp_1,25
ha_1,8
a31oi_1,4
-- power by group through the flow --
stage	Combinational [uW]	Clock, uW	Sequential (uW)
CTS	114	220	450
global route	126	231	453
finish	114	215	450
Power is estimated from default activity; no workload was simulated.
